===== config.mk =====
export PLATFORM = sky130hd
export DESIGN_NAME = RISCV
export DESIGN_NICKNAME = RISCV
export VERILOG_FILES = /design/flow/design.v
export SDC_FILE = /design/flow/constraint.sdc
export NUM_CORES = 4
export LEC_CHECK = 1
export CORE_UTILIZATION = 30

===== constraint.sdc =====
current_design RISCV

set clk_period 45.7
set clk_io_pct 0.2

create_clock -name clk0 -period $clk_period [get_ports {clk}]

set non_clock_inputs [all_inputs -no_clocks]
set_input_delay [expr $clk_period * $clk_io_pct] -clock clk0 $non_clock_inputs
set_output_delay [expr $clk_period * $clk_io_pct] -clock clk0 [all_outputs]

===== design.v =====
module RISCV(clk,
            rst,
            mem_wen_D_o,
            mem_addr_D_o,
            mem_wdata_D_o,
            mem_rdata_D,
            mem_addr_I_o,
            mem_rdata_I);
    input               clk, rst;
    input       [31:0]  mem_rdata_I;
    input       [63:0]  mem_rdata_D;
    output              mem_wen_D_o;
    output reg  [31:2]  mem_addr_I_o;
    output      [31:2]  mem_addr_D_o;
    output      [63:0]  mem_wdata_D_o;
    wire    [31:0]  instruction_1;
    reg     [31:0]  instruction_2;
    wire    [31:0]  immediate_2;
    wire            Jal_2;
    wire            Jalr_2;
    wire            MemWrite_2;
    wire            MemtoReg_2;
    wire            RegWrite_2;
    wire            ALUSrc_2;
    wire            ALUOP_2;
    wire    [63:0]  r_data1_2, r_data2_2;
    wire            pre_WB_data1, pre_WB_data2;
    wire            MEM_forwd_in1_2, MEM_forwd_in2_2;
    wire            WB_forwd_in1_2, WB_forwd_in2_2;
    wire            no_forwd_in1_2;
    wire            no_forwd_in2_2;
    reg     [31:0]  instruction_3;
    reg     [31:0]  immediate_3;
    reg             Jal_3;
    reg             Jalr_3;
    reg             MemWrite_3;
    reg             MemtoReg_3;
    reg             RegWrite_3;
    reg             ALUSrc_3;
    reg             ALUOP_3;
    reg     [63:0]  r_data1_3, r_data2_3;
    reg             MEM_forwd_in1_3, MEM_forwd_in2_3;
    reg             WB_forwd_in1_3, WB_forwd_in2_3;
    reg             no_forwd_in1_3;
    reg             no_forwd_in2_3;
    wire            load_use_hazd_in1, load_use_hazd_in2;
    wire    [63:0]  f_data1_3, f_data2_3;
    wire    [63:0]  PC_4_out_3, PC_imm_out, Jalr_adder_out;
    wire            Branch;
    wire    [63:0]  ALU_in2, ALU_result_3;
    wire    [63:0]  nxt_mem_addr_I;
    wire            flush;
    wire            stall;
    reg     [31:0]  instruction_4;
    reg     [63:0]  PC_4_out_4;
    reg     [63:0]  ALU_result_4;
    reg     [63:0]  f_data2_4;
    reg             Jal_4;
    reg             Jalr_4;
    reg             MemtoReg_4;
    reg             MemWrite_4;
    reg             RegWrite_4;
    wire    [63:0]  mem_data_4;
    wire    [63:0]  forwd_data_4;
    reg     [31:0]  instruction_5;
    reg     [63:0]  mem_data_5;
    reg     [63:0]  PC_4_out_5;
    reg     [63:0]  ALU_result_5;
    reg             Jal_5;
    reg             Jalr_5;
    reg             MemtoReg_5;
    reg             RegWrite_5;
    wire    [63:0]  Reg_write_data;
    wire    [63:0]  forwd_data_5;
    assign instruction_1 = {mem_rdata_I[7:0], mem_rdata_I[15:8],
                            mem_rdata_I[23:16], mem_rdata_I[31:24]};
    always @(posedge clk or posedge rst) begin
        if (rst) instruction_2 <= 0;
        else begin
            if (flush) instruction_2 <= 0; 
            else instruction_2 <= instruction_1;
        end
    end
    CONTROL control(
        .clk(clk), .rst(rst), .opcode(instruction_2[6:2]),
        .Jal(Jal_2), .Jalr(Jalr_2), .MemWrite(MemWrite_2),
        .MemtoReg(MemtoReg_2), .RegWrite(RegWrite_2),
        .ALUSrc(ALUSrc_2), .ALUOP(ALUOP_2)
    );
    Imm_Gen imm_gen(
        .immediate(immediate_2), .instruction(instruction_2)
    );
    REGISTERS registers(
        .clk(clk), .rst(rst), .instruction({instruction_2[31:12],instruction_5[11:7],instruction_2[6:0]}),
        .Regwrite(RegWrite_5), .Writedata(Reg_write_data),
        .reg_data1(r_data1_2), .reg_data2(r_data2_2)
    );
    assign  pre_WB_data1 = RegWrite_5&(instruction_5[11:7]==instruction_2[19:15])&(instruction_5[11:7]!=5'b0);
    assign  pre_WB_data2 = RegWrite_5&(instruction_5[11:7]==instruction_2[24:20])&(instruction_5[11:7]!=5'b0);
    assign  MEM_forwd_in1_2   = (instruction_3[11:7]==instruction_2[19:15])&RegWrite_3&(instruction_3[11:7]!=5'b0);
    assign  MEM_forwd_in2_2   = (instruction_3[11:7]==instruction_2[24:20])&RegWrite_3&(instruction_3[11:7]!=5'b0);
    assign  WB_forwd_in1_2    = (instruction_4[11:7]==instruction_2[19:15])&RegWrite_4&(instruction_4[11:7]!=5'b0);
    assign  WB_forwd_in2_2    = (instruction_4[11:7]==instruction_2[24:20])&RegWrite_4&(instruction_4[11:7]!=5'b0);
    always @(posedge clk or posedge rst) begin
        if (rst) begin
            Jal_3           <= 0;
            Jalr_3          <= 0;
            MemWrite_3      <= 0;
            MemtoReg_3      <= 0;
            RegWrite_3      <= 0;
            ALUSrc_3        <= 0;
            ALUOP_3         <= 0;
            instruction_3   <= 0;
            immediate_3     <= 0;
            r_data1_3       <= 0;
            r_data2_3       <= 0;
            MEM_forwd_in1_3 <= 0;
            MEM_forwd_in2_3 <= 0;
            WB_forwd_in1_3  <= 0;
            WB_forwd_in2_3  <= 0;
        end
        else begin
            if (flush|stall) begin
                Jal_3           <= 0;
                Jalr_3          <= 0;
                MemWrite_3      <= 0;
                MemtoReg_3      <= 0;
                RegWrite_3      <= 0;
                ALUSrc_3        <= 0;
                ALUOP_3         <= 0;
                instruction_3   <= 0;
                immediate_3     <= 0;
                r_data1_3       <= 0;
                r_data2_3       <= 0;
                MEM_forwd_in1_3 <= 0;
                MEM_forwd_in2_3 <= 0;
                WB_forwd_in1_3  <= 0;
                WB_forwd_in2_3  <= 0;
            end
            else begin
            Jal_3           <= Jal_2;
            Jalr_3          <= Jalr_2;
            MemWrite_3      <= MemWrite_2;
            MemtoReg_3      <= MemtoReg_2;
            RegWrite_3      <= RegWrite_2;
            ALUSrc_3        <= ALUSrc_2;
            ALUOP_3         <= ALUOP_2;
            instruction_3   <= instruction_2;
            immediate_3     <= immediate_2;
            MEM_forwd_in1_3 <= MEM_forwd_in1_2;
            MEM_forwd_in2_3 <= MEM_forwd_in2_2;
            WB_forwd_in1_3  <= WB_forwd_in1_2;
            WB_forwd_in2_3  <= WB_forwd_in2_2;
            if (pre_WB_data1)   r_data1_3 <= Reg_write_data;
            else                r_data1_3 <= r_data1_2;
            if (pre_WB_data2)   r_data2_3 <= Reg_write_data;
            else                r_data2_3 <= r_data2_2;
            end
        end
    end
    assign  load_use_hazd_in1   = (instruction_5[6:0]==7'b11)&(instruction_5[14:12]==3'b11)&(instruction_5[11:7]==instruction_3[19:15])&(instruction_5[11:7]!=5'b0);
    assign  load_use_hazd_in2   = (instruction_5[6:0]==7'b11)&(instruction_5[14:12]==3'b11)&(instruction_5[11:7]==instruction_3[24:20])&(instruction_5[11:7]!=5'b0);
    assign  flush               = Branch|Jal_3|Jalr_3;
    assign  stall               = ((instruction_3[6:0]==7'b11)&(instruction_3[14:12]==3'b11)
            &((instruction_3[11:7]==instruction_2[19:15])|(instruction_3[11:7]==instruction_2[24:20])));
    assign  f_data1_3   = (MEM_forwd_in1_3)? forwd_data_4 : (WB_forwd_in1_3)?forwd_data_5 : r_data1_3;
    assign  f_data2_3   = (MEM_forwd_in2_3)? forwd_data_4 : (WB_forwd_in2_3)?forwd_data_5 : r_data2_3;
    assign  ALU_in2 = (ALUSrc_3)? {{32{immediate_3[31]}},immediate_3} : f_data2_3;
    assign  PC_4_out_3 = {32'b0,mem_addr_I_o, 2'b0} + 4;
    assign  PC_imm_out = {32'b0,mem_addr_I_o, 2'b0} + {{32{immediate_3[31]}},immediate_3};
    assign  Jalr_adder_out = f_data1_3 + {{32{immediate_3[31]}},immediate_3};
    assign  nxt_mem_addr_I = (Branch || Jal_3)? (PC_imm_out-8) : (Jalr_3) ? Jalr_adder_out : PC_4_out_3;
    Branch_Unit BRANCH(
        .Branch(Branch), .opcode(instruction_3[6:0]), .funct3(instruction_3[14:12]),
        .r_data_1(f_data1_3), .r_data_2(f_data2_3)
    );
    ALU alu(
        .Z(ALU_result_3), .A(f_data1_3), .B(ALU_in2),
        .inst({instruction_3[5],instruction_3[30],instruction_3[14:12]}), .ALUOP(ALUOP_3)
    );
    always @(posedge clk or posedge rst) begin
        if (rst) begin
            mem_addr_I_o      <= 0;
            instruction_4   <= 0;
            PC_4_out_4      <= 0;
            ALU_result_4    <= 0;
            f_data2_4       <= 0;
            Jal_4           <= 0;
            Jalr_4          <= 0;
            MemtoReg_4      <= 0;
            MemWrite_4      <= 0;
            RegWrite_4      <= 0;
        end
        else begin
            if ((instruction_2[6:0]==7'b11)&(instruction_2[14:12]==3'b11)
                &((instruction_2[11:7]==instruction_1[19:15])|(instruction_2[11:7]==instruction_1[24:20])))
                mem_addr_I_o <= nxt_mem_addr_I[31:2]-1;
            else mem_addr_I_o <= nxt_mem_addr_I[31:2];
            instruction_4   <= instruction_3;
            PC_4_out_4      <= PC_4_out_3;
            ALU_result_4    <= ALU_result_3;
            f_data2_4       <= f_data2_3;
            Jal_4           <= Jal_3;
            Jalr_4          <= Jalr_3;
            MemtoReg_4      <= MemtoReg_3;
            MemWrite_4      <= MemWrite_3;
            RegWrite_4      <= RegWrite_3;
        end
    end
    assign mem_addr_D_o = ALU_result_4[31:2];
    assign mem_wen_D_o = MemWrite_4;
    assign mem_data_4 = {mem_rdata_D[7:0],mem_rdata_D[15:8],mem_rdata_D[23:16],mem_rdata_D[31:24],
                            mem_rdata_D[39:32],mem_rdata_D[47:40],mem_rdata_D[55:48],mem_rdata_D[63:56]};
    assign mem_wdata_D_o = {f_data2_4[7:0],f_data2_4[15:8],f_data2_4[23:16],f_data2_4[31:24],
                            f_data2_4[39:32],f_data2_4[47:40],f_data2_4[55:48],f_data2_4[63:56]};
    assign forwd_data_4 = ALU_result_4;
    always @(posedge clk or posedge rst)begin
        if (rst) begin
            instruction_5 <= 0;
            mem_data_5  <= 0;
            Jal_5       <= 0;
            Jalr_5      <= 0;
            MemtoReg_5  <= 0;
            RegWrite_5  <= 0;
            PC_4_out_5  <= 0;
            ALU_result_5 <= 0;
        end
        else begin
            instruction_5 <= instruction_4;
            mem_data_5  <= mem_data_4;
            Jal_5       <= Jal_4;
            Jalr_5      <= Jalr_4;
            MemtoReg_5  <= MemtoReg_4;
            RegWrite_5  <= RegWrite_4;
            PC_4_out_5  <= PC_4_out_4;
            ALU_result_5 <= ALU_result_4;
        end
    end
    assign Reg_write_data = (Jalr_5 || Jal_5)? (PC_4_out_5-8) : (MemtoReg_5)? mem_data_5 : ALU_result_5;
    assign forwd_data_5 = (MemtoReg_5)? mem_data_5 : ALU_result_5;
endmodule
module FORWD_UNIT(f_data1,
                f_data2,
                data1,
                data2,
                MEM_data1,
                MEM_data2,
                WB_data1,
                WB_data2,
                ctrl1,
                ctrl2);
    input       [63:0]  data1, data2;
    input       [63:0]  MEM_data1, MEM_data2;
    input       [63:0]  WB_data1, WB_data2;
    input       [1:0]   ctrl1, ctrl2;
    output reg  [63:0]  f_data1, f_data2;
    always @(*) begin
        case (ctrl1)
            2'b10 : f_data1 = MEM_data1;
            2'b01 : f_data1 = WB_data1;
            default : f_data1 = data1;
        endcase
        case (ctrl2)
            2'b10 : f_data2 = MEM_data2;
            2'b01 : f_data2 = WB_data2;
            default : f_data2 = data2;
        endcase
    end
endmodule
module ALU(Z,A,B,inst,ALUOP);
    input  [63:0]   A,B;
    input  [4:0]    inst;
    input           ALUOP;
    output [63:0]   Z;
    reg    [63:0]   Z;
    wire   [3:0]    ctrl;
    assign ctrl = (ALUOP) ? inst[3:0] : 4'b0000;
    always @(*) begin
        case (ctrl)
            4'b0000 : Z = A + B;         
            4'b0001 : Z = A << B;        
            4'b1001 : Z = A << B;        
            4'b0010 : Z = (A<B)?1:0;     
            4'b1010 : Z = (A<B)?1:0;     
            4'b0100 : Z = A^B;           
            4'b1100 : Z = A^B;           
            4'b0101 : Z = A >> B;        
            4'b0110 : Z = A | B;         
            4'b1110 : Z = A | B;         
            4'b0111 : Z = A & B;         
            4'b1111 : Z = A & B;         
            4'b1000 : Z = (inst[4])? (A - B) : (A+B);         
            4'b1101 : Z = A >>> B;       
            default : Z = A;
        endcase
    end
endmodule
module CONTROL(clk,
            rst,
            opcode,
            Jal,
            Jalr,
            MemWrite,
            MemtoReg,
            RegWrite,
            ALUSrc,
            ALUOP
			);
    input           clk, rst;
    input   [6:2]   opcode;
	output          Jal, Jalr, MemWrite, MemtoReg, RegWrite, ALUSrc, ALUOP;
    localparam JAL      = 5'b11011;
    localparam JALR     = 5'b11001;
    localparam LD       = 5'b00000;
    localparam SD       = 5'b01000;
    localparam R_TYPE   = 5'b01100;
    localparam SB       = 5'b11000;
	assign Jal       = (opcode == JAL)? 1 : 0;
    assign Jalr      = (opcode == JALR)? 1 : 0;
    assign MemWrite  = (opcode == SD)? 1 : 0;
    assign MemtoReg  = (opcode == LD)? 1 : 0;
    assign RegWrite  = (opcode == SD)? 0 : 1; 
    assign ALUSrc    = (opcode == R_TYPE || opcode == JAL || opcode == SB)? 0 : 1;
    assign ALUOP     = (opcode == SD || opcode == LD)? 0 : 1;
endmodule
module Branch_Unit(
                Branch,
                opcode,
                funct3,
                r_data_1,
                r_data_2
);
    input   [6:0]   opcode;
    input   [14:12] funct3;
    input   [63:0]  r_data_1, r_data_2;
    output          Branch;
    localparam SB = 7'b1100011;
    localparam BEQ = 3'b0;
    localparam BNE = 3'b1;
    wire equal, beq, bne;
    assign equal = ~|(r_data_1 ^ r_data_2);
    assign beq = (opcode == SB && funct3 == BEQ)? 1 : 0;
    assign bne = (opcode == SB && funct3 == BNE)? 1 : 0;
    assign Branch = ((beq && equal) || (bne && !equal))? 1 : 0;
endmodule
module Imm_Gen (
            immediate,
            instruction
);
    input      [31:0] instruction;
    output reg [31:0] immediate;
    wire [6:0] opcode;
    assign opcode = instruction[6:0];
    always @(*) begin
        immediate[11:0]  = instruction[31:20];
        immediate[31:12] = { 20{instruction[31]} };
        case (opcode)
            7'b0100011: begin  
                immediate[11:5]  = instruction[31:25];
                immediate[4:0]   = instruction[11:7];
                immediate[31:12] = { 20{instruction[31]} };
            end
            7'b1100011: begin  
                immediate[12]    = instruction[31];
                immediate[10:5]  = instruction[30:25];
                immediate[4:1]   = instruction[11:8];
                immediate[11]    = instruction[7];
                immediate[31:13] = { 19{instruction[31]} };
                immediate[0]     = 0;
            end
            7'b1101111: begin  
                immediate[20]    = instruction[31];
                immediate[10:1]  = instruction[30:21];
                immediate[11]    = instruction[20];
                immediate[19:12] = instruction[19:12];
                immediate[31:21] = { 11{instruction[31]} };
                immediate[0]     = 0;
            end
            7'b0010011: begin  
                if (instruction[13:12] == 2'b01) begin
                    immediate[5:0]  = instruction[25:20];
                    immediate[31:6] = { 26{instruction[25]} };
                end
            end
        endcase
    end
endmodule
module REGISTERS(clk,
                rst,
                instruction,
                Regwrite,
                Writedata,
                reg_data1,
                reg_data2);
    input   [31:0]  instruction;
    input           Regwrite,rst,clk;
    input   [63:0]  Writedata;
    output  [63:0]  reg_data1, reg_data2;
    reg     [63:0]  x[0:31];
    reg     [63:0]  nxt_x[0:31];
    wire    [4:0]   read_1, read_2, write_1;
    assign read_1 = instruction[19:15];
    assign read_2 = instruction[24:20];
    assign write_1 = instruction[11:7];
    assign reg_data1 = x[read_1];
    assign reg_data2 = x[read_2];
    integer i;
    always @(*) begin
        nxt_x[0] = x[0];
        for (i=1; i<32; i=i+1)
            nxt_x[i] = (Regwrite && (write_1 == i)) ? Writedata : x[i];
    end
    always @(posedge clk or posedge rst) begin
        if (rst) begin
            for (i=0; i<32; i=i+1)
                x[i] <= 0;
        end
        else begin
            for (i=0; i<32; i=i+1)
                x[i] <= nxt_x[i];
        end
    end
endmodule

===== run.sh =====
#!/bin/bash
# OpenROAD 26Q1-2900-gdf79404cd8, Yosys 0.63+post, stock flow scripts
make -C /OpenROAD-flow-scripts/flow DESIGN_CONFIG=/design/flow/config.mk WORK_HOME=/design/flow/orfs finish

==> results_slide.txt <==
Physical Implementation Snapshot

Outcome
  – Outcome: finished, violations left
  – Failing checks: max-capacitance violations, max-slew violations

Setup path
  – Crit path max-delay cell type: buf_4
  – Cell mode on critical path: buf_4
  – Largest stage delay on the critical path: 0.72 ns
  – Worst setup SP type: primary input
  – Worst endpoint data arrival time: 14.71 ns
  – Delay-heaviest family, CP: buffers and inverters
  – Crit-path max FO: 55
  – Critical path class: primary input to async pin
  – CP Data Required Time: 46.74 ns
  – Critical path buffers and inverters: 9
  – Crit-path cells: clkdlybuf4s50_1 > clkinvlp_4 > buf_4 > buf_4 > buf_4 > buf_4 > buf_4 > buf_4 > buf_4
  – Crit end category: async pin

Hold path
  – Worst hold-check path type: register to register

Yosys
  – Yosys Warn Count: 6
  – Synth Cell Area: 142000 um2
  – Synth area leader: dfrtp_1
  – Synth top area share: 45.0%
  – Yosys stat area: approximately 140000 um2
  – Synth Instances: 16238
  – Yosys cell types: 109
  – # Cells Yosys: 16238
  – Yosys top cell by instances: dfrtp_1
  – Seq share, synth: 45.0%
  – Biggest area cells: dfrtp_1 (45%), o21ai_0 (8.7%), nand2_1 (6.7%), a22oi_1 (4.5%), a221oi_1 (3.5%)
  – Async set-reset flop share out of synthesis: 100%
  – Syn Area/Cell: 8.77 um2
  – Ys flop type: dfrtp_1
  – Post-synth EDFFs: 0
  – Commonest cells post-synth: dfrtp_1 (2559), nand2_1 (2535), o21ai_0 (2484), clkbuf_1 (1256), nor2_1 (922)
  – Flops after synth: about 2600

Pwr
  – Pwr dens: 64.9 nW/um2
  – Combinational Power Share: 38.3%
  – Net Sw Power: about 4.7 mW
  – Sw frac: 44.6%
  – Power Total: approximately 11 mW
  – Total internal power: 5.89 mW
  – Pleak: 69.9 nW
  – Peak VDD IR: 0.0356 mV
  – Clock Power Share: 23.6%
  – Sequential share of power: 38.2%

Floorplanning
  – Die area: 478000 um2
  – Std-Cell Core Area: 472000 um2
  – Chip Width: roughly 690 um
  – Die height: ~700 um
  – IO Count: about 220
  – Core Density at Floorplan: 30.2%
  – Rows: 252

Final timing
  – Max Freq: 0.0731 GHz
  – Worst Max-Slew Pin Slew: 1.91 ns
  – Max-slew violations: 8
  – Fin Setup TNS: 0 ns
  – Final period util: 29.9%
  – Final Hold Vio Count: 0
  – Clock Skew: 0.0722 ns
  – Rel. slew slack: -28.8%
  – Final setup viols: 0
  – Final min period: 13.68 ns
  – RSZ-0062 raised after global routing: no

Finish
  – Area grow syn2layout: 14.9%
  – Post-route insts no fill: 22521
  – Comb gate area: a little over 70000 um2
  – # fillers: 47747
  – Layout cells sized above 1: 10.0%
  – Final core utilization: between 30% and 40%
  – Flop area: 64100 um2

Clock network
  – Clk ins delay skew pair: between 1 and 1.5 ns
  – Post-CTS Setup Inserts: 0
  – Hold buffers post-CTS: 0
  – H-tree Lvls: 5
  – CTS tree: built
  – Post-cts resize count: 0
  – Num Clock Sinks: roughly 2600
  – Cts bufs inserted: 292
  – CTS max path bufs: 4
  – CTS clk-pin slew, worst paths: 0.06 ns
  – Clk Tree Root Cell: clkbuf_16

Flow run
  – Maxcap violations: 1
  – Tool warnings: between 150 and 200

Global routing
  – Largest net degree at the start of global routing: 130
  – Vias in the first global route: 137650
  – GR Util All Layers: 34.7%
  – Global-route wire length before repair: 1130 mm
  – Initial antenna violation count: 83
  – Global route overflow: 0

Placement
  – Final GP Congestion: 1.09
  – Cell Count Post-Placement: 21926
  – Final HPWL DP: 549 mm
  – Port bufs: 222

Detailed routing
  – DRC Markers: 0
  – Starting DRT DRC Count: 18828
  – Final WL: 825 mm
  – Via-to-Cell Ratio: 6.42
  – Router iterations before antenna repair: 13
  – Post-DRT Antenna Nets: 0
  – Vias: ~140k
  – WL/cell: 36.6 um
cell type report:
cell class	instances	area share [%]
multi-input combinational	11772	44.0
sequential	2559	39.2
tap	6223	4.76
clock inverter	134	1.01
inverter	397	0.917
timing repair buffer	975	4.95
clock buffer	390	5.06
antenna	71	0.109
power groups by stage:
| stage | Sequential, mW | Clock, mW | Combinational [mW] |
|---|---|---|---|
| CTS | 4.01 | 2.51 | 3.91 |
| global route | 4.14 | 2.59 | 4.32 |
| finish | 4.06 | 2.50 | 4.06 |
registers in the layout, summed over array words and instances, names as in the netlist, 16 cells and up:
name and count:
r_data1_3 64, ALU_result_5 64, instruction_2 32, instruction_3 16, PC_4_out_5 31, f_data2_4 64
mem_data_5 64, immediate_3 21, PC_4_out_4 31, r_data2_3 64, ALU_result_4 64, registers.x 1984
mem_addr_I_o 30
cells by family after synthesis:
logic type      synth area share (%)
fa+ha+maj                       2.57
flops                           45.0
mux                             3.10
buf+inv                         5.26
compound gates                  28.2
simple gates                    14.1
xor+xnor                        1.83
through the flow:
step	setup slack [ns]	area, um2	hold WS (ns)
floorplan	0.976	142000	0.331
detailed placement	30.92	153000	0.335
finish	32.02	164000	0.341
global placement	30.97	153000	0.335
CTS	31.95	163000	0.346
global route	31.35	163000	0.364
final timing paths:
check / start / end / slack [ns] / cells past startpoint
worst min-delay path: PC_4_out_4[23] / PC_4_out_5[23] / 0.34 / 0
worst max register to register: MemtoReg_5 / mem_addr_I_o[28] / 37.00 / 22
max in group clk0: mem_rdata_I[9] / mem_addr_I_o[28] / 33.57 / 14
min in group asynchronous: rst / ALU_result_4[35] / 8.46 / 2
worst max-delay path: rst / registers.x[14][15] / 32.02 / 9
worst min register to register: PC_4_out_4[23] / PC_4_out_5[23] / 0.34 / 0
worst register-to-register path, cell delays in order (launching register included):
cell	delay (ns)
dfrtp_4	0.52
buf_4	0.55
buf_4	0.64
mux2i_2	0.44
nor2_1	0.08
a211oi_1	0.59
nor2_1	0.37
a2111oi_0	0.89
nand4_1	0.27
nor4_4	0.70
a21oi_2	0.21
nor3_4	0.18
buf_4	0.40
mux2i_1	0.34
ha_1	0.22
nand2_1	0.15
or4_1	0.47
nor4_1	0.39
nor3b_1	0.25
mux2i_1	0.21
or4_1	0.48
xor2_1	0.16
o21ai_1	0.13
metal layers:
| layer | track usage, % | part of all wire [%] |
|---|---|---|
| met2 | 47.7 | 40 |
| met1 | 40.7 | 35 |
| met5 | 2.24 | 0.17 |
| met3 | 19.1 | 15 |
| met4 | 24.7 | 9.8 |
cells in the final DEF, fill, tap and decap left out, types with 235 or more instances in the layout:
| cell | count |
|---|---|
| a21oi_1 | 638 |
| o21ai_0 | 2462 |
| a221oi_1 | 569 |
| a22oi_1 | 845 |
| mux2i_1 | 299 |
| clkbuf_16 | 295 |
| nand3_1 | 343 |
| nand4_1 | 235 |
| dfrtp_1 | 2551 |
| nand2_1 | 2504 |
| buf_4 | 735 |
| inv_1 | 380 |
| ha_1 | 288 |
| a22o_1 | 545 |
| nor2_1 | 838 |
Power is estimated from default activity; no workload was simulated.
